==> flow/design.v <==
module ALU 
#(parameter N = 4, M = 4)
(
    input clk,
    input [N-1:0] A, B,
    input [M-1:0] instruction,
    output reg [N-1:0] ALU_out
);
    wire [N-1:0] LU, AU;
    Logical Logic(.clk(clk), .A(A), .B(B), .instruction(instruction[M-2:0]), .LU_out(LU));
    Arithematic arith(.clk(clk), .A(A), .B(B), .instruction(instruction[M-2:0]), .AU_out(AU));
    always @*
        ALU_out <= (instruction[M-1]==1) ? LU : AU;
endmodule
module Arithematic 
#(parameter N = 4, M = 4)
(
    input wire clk,
    input wire [N-1:0] A, B,
    input wire [M-2:0] instruction,
    output reg [N-1:0] AU_out
);
    always @ (posedge clk) begin
        case (instruction)
            3'h0: AU_out = A + B;
            3'h1: AU_out = A - B;
            3'h4: AU_out = A << 1;
            3'h5: AU_out = A >> 1;
            3'h6: AU_out = {A[N-2:0], A[N-1]};
            3'h7: AU_out = {A[0], A[N-1:1]};
            default: AU_out = A;
        endcase
    end
endmodule
module Logical 
#(parameter N = 4, M = 4)
(
    input wire clk,
    input wire [N-1:0] A, B,
    input wire [M-2:0] instruction,
    output reg [N-1:0] LU_out
);
    always @(posedge clk) begin
        case (instruction)
            3'h0: LU_out = A & B; 
            3'h1: LU_out = A | B; 
            3'h2: LU_out = A ^ B; 
            3'h3: LU_out = ~(A | B); 
            3'h4: LU_out = ~(A & B); 
            3'h5: LU_out = ~(A ^ B); 
            3'h6: LU_out = (A>B) ? 4'h1: 4'h0;
            3'h7: LU_out = (A==B) ? 4'h1: 4'h0; 
            default: LU_out = A;
        endcase
    end
endmodule
==> flow/run.sh <==
#!/bin/bash
# OpenROAD 26Q1-2900-gdf79404cd8, Yosys 0.63+post, stock flow scripts
make -C /OpenROAD-flow-scripts/flow DESIGN_CONFIG=/design/flow/config.mk WORK_HOME=/design/flow/orfs finish
==> flow/config.mk <==
export PLATFORM = sky130hd
export DESIGN_NAME = ALU
export DESIGN_NICKNAME = ALU
export VERILOG_FILES = /design/flow/design.v
export SDC_FILE = /design/flow/constraint.sdc
export NUM_CORES = 4
export LEC_CHECK = 1
export CORE_AREA = 10 10 76 76
export DIE_AREA = 0 0 86 86
==> flow/constraint.sdc <==
current_design ALU

set clk_period 3.3
set clk_io_pct 0.2

create_clock -name clk0 -period $clk_period [get_ports {clk}]

set non_clock_inputs [all_inputs -no_clocks]
set_input_delay [expr $clk_period * $clk_io_pct] -clock clk0 $non_clock_inputs
set_output_delay [expr $clk_period * $clk_io_pct] -clock clk0 [all_outputs]
==> writeup.txt <==
The first global-routing pass estimated 3280 um of wire. With the worst hold slack after final layout at 1.21 ns, the floorplan die width is 86 um. The final number of max-transition violations is 0, and the number of hold-slack violations in the final timing report is 0. The run gives 0.00975 for the area share of xor/xnor cells in the synthesized design. For the number of search-and-repair iterations in the first detailed-routing pass, the log shows 4. The cell with the largest stage delay on the worst path was clkdlybuf4s50_1.

The routed design has 2120 um of wire. After global routing the overflow that remains totals 0. The highest fanout seen on the critical path is 7. 17 I/O pins were placed. The overall die size recorded for this design is 7400 um^2. The adder and majority cell fraction of the synthesized area was 0.212; the final worst slack was 0.571 ns.

Input and output buffers added on the ports amount to 16. Buffers added to address setup during post-CTS repair amount to 0. The run gives 0.355 ns for the pre-CTS setup slack. Nature of the critical path endpoint: a register. The dominant register cell in the synthesized netlist is dfxtp_1. The count of nets left with antenna violations once routing finished came out at 0.

Once synthesis finished, the tally of register bits stood at 8. The all-layer global routing usage was 0.0518; the post-route DRC violation count was 0. Entering global routing, the biggest net connects 26 pins.

After its last routability iteration, the placer logged a weighted congestion of 0.888. The flow ran to the end, and the final reports show no timing, DRC or antenna violations. The worst hold-check path type is input pin to register. Share of synthesized cell area in and-or and or-and compound cells: 0.280. The final cycle utilization of the critical path is 0.827, and the total number of H-tree levels is 1.

The tree is rooted in a clkbuf_8. The tools report the worst slew margin relative to its limit as 0.522. Counting the warning lines in the Yosys log gives 3. The cts-stage hold buffer count is 0, and the peak clock frequency supported by timing is 366 MHz. The instance tally after logic synthesis is 111, and the multiplexer fraction of the synthesized cell area is 0.0836. The detailed router's first-iteration violation count is 77.

The sequential area share after synthesis is 0.178. The floorplan-stage core utilization came out at 0.218. The cell sequence reported for the critical path is clkdlybuf4s50_1 > inv_1 > ha_1 > or4_1 > and4_4 > a211oi_1 > o22ai_1. The routed design shows a via density per instance of 4.67. With the via count of the first global-routing pass at 675, the total leakage power is 0.000480 uW. In the final report, the number of endpoints failing setup comes to 0. The run gives 812 as the vias after detailed routing. Largest vdd supply drop: 84.8 uV. The simple logic cell fraction of the synthesized area works out to 0.145. The count of clock tree sinks was 8. Per the Yosys statistics, synthesis produced 111 cells. Leaving out fill and tap cells, the most frequent cell in the layout is clkdlybuf4s50_1. For this run, the script counts the antenna cells in the layout as 0. Per the run report, area growth between synthesis and finish was 26.0%.

The timing report gives the clock slew at the launch and capture registers of the worst setup and hold paths as 0.04 ns. After synthesis, the mean cell area works out to 8.09 um^2. For the post-synth area from yosys stat, the log shows 898 um^2. The number of enable flip-flop cells is 0, and the endpoint required time on the critical path is 3.39 ns. Counting along the longest clock path gives a buffer depth of 2. The fraction of registers with async set/reset was 0. Area of the mapped netlist: 898 um^2. The share of post-route cells with drive strength above 1 was 0.0887.

The class of the most critical setup path is input pin to register. Adding up every negative setup slack in the final design gives 0 ns. The arrival time reported for the critical path endpoint is 2.82 ns.

TritonCTS built the clock tree. The report counts max-capacitance violations totalling 0. OpenROAD emitted warnings numbering 33. Setup repair after global routing left no endpoint under its margin.

The library cells used most frequently in the layout, excluding fill and tap cells, are clkdlybuf4s50_1, inv_1, ha_1. Per the detail_route report, routed wire per instance is 12.2 um. The report lists the number of standard-cell rows as 23. The height of the die was 86 um. The dominant non-sequential cell family after synthesis was AND-OR/OR-AND gates.

TritonCTS created 3 clock buffers. STA classifies the critical path startpoint as an input pin. Per STA, the highest per-stage delay on the worst path measures 0.62 ns. The tools report the standard cell core area as 4120 um^2.

The initial antenna violation count came out at 0. Fraction of the core area covered by cells at the end of the flow: 0.275. Per the summary, power density relative to cell area is 312 nW/um^2.

The sum of net half-perimeters after detailed placement was 1680 um. For the count of cell types in the netlist, the log shows 34. Counting I/O delays and the setup requirement, the final critical path takes 2.73 ns. At the pin with the least slew margin, the transition time is 0.714 ns.

The run gives 0 for the post-cts repair resize count.
sequential cells by signal, indices dropped and copies added (netlist names):
name,count
Logic.LU_out,4
arith.AU_out,4
critical path, delay by kind of cell:
kind | cells | cell delay (ns)
adders and majority gates | 1 | 0.39
buffers and inverters | 2 | 0.70
AOI/OAI and AO/OA | 2 | 0.35
and+or+nand+nor | 2 | 0.72
per-stage QoR:
stage | instances | power (uW) | area (um^2)
after floorplan | 111 | 194 | 898
after global placement | 171 | 244 | 1090
after detailed placement | 171 | 244 | 1090
after CTS | 174 | 358 | 1130
after global routing | 174 | 375 | 1130
final | 174 | 354 | 1130
cell type report:
class                      instances  area (um^2)
timing repair buffer              17          168
sequential                         8          160
inverter                          12         45.0
fill                             443         2980
clock buffer                       3         41.3
tap                               50         62.6
multi-input combinational         84          656
per-layer routing:
| layer | vias to the layer above | routed length (um) | track usage |
|---|---|---|---|
| met2 | 23 | 802 | 0.0690 |
| met5 | - | 0 | 0 |
| li1 | 425 | - | - |
| met3 | 2 | 190 | 0.0162 |
| met1 | 362 | 1120 | 0.0796 |
| met4 | 0 | 10 | 0.00749 |
Yosys cell counts, types with 3 or more instances:
master	count	area, um^2
inv_1	12	45.0
nor2_1	4	15.0
nand2b_1	4	25.0
dfxtp_1	8	160
o22ai_1	4	25.0
nor3_1	3	15.0
mux2i_1	3	30.0
ha_1	12	150
mux2_2	4	45.0
a211oi_1	7	52.6
nand3_1	4	20.0
nand2_1	4	15.0
clkbuf_1	4	15.0
o21ai_0	5	25.0
a21oi_1	11	55.1
final timing paths:
kind	from	to	slack, ns	cells after the start
max	A[2]	Logic.LU_out[0]	0.57	7
min	instruction[0]	Logic.LU_out[0]	1.21	3
where the power goes:
part | leakage [uW] | internal (uW) | switching (uW)
combinational | 0.000391 | 68.2 | 63.5
clock | 0.0000216 | 78.4 | 32.1
sequential | 0.0000673 | 109 | 2.55
total | 0.000480 | 255 | 98.2
cells by family after synthesis:
group,count (synthesis)
AND-OR/OR-AND,38
XOR/XNOR,1
adder cells (fa/ha/maj),14
buffers and inverters,19
flip-flops,8
multiplexers,7
AND/OR/NAND/NOR,24
No activity file was given, so power comes from the tool's default toggle rates.
