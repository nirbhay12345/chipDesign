--- /design/flow/config.mk ---
export PLATFORM = sky130hd
export DESIGN_NAME = Stack
export DESIGN_NICKNAME = Stack
export VERILOG_FILES = /design/flow/design.v
export SDC_FILE = /design/flow/constraint.sdc
export NUM_CORES = 4
export LEC_CHECK = 1
export CORE_UTILIZATION = 50
--- /design/flow/constraint.sdc ---
current_design Stack

set clk_period 12.1
set clk_io_pct 0.2

create_clock -name clk0 -period $clk_period [get_ports {clk}]

set non_clock_inputs [all_inputs -no_clocks]
set_input_delay [expr $clk_period * $clk_io_pct] -clock clk0 $non_clock_inputs
set_output_delay [expr $clk_period * $clk_io_pct] -clock clk0 [all_outputs]
--- /design/flow/design.v ---
module Stack 
#(parameter W = 8, H = 3)
(
    input wire [W-1:0] data_in,
    input wire clk, clear, en, rw,  
    output reg full, empty,
    output reg [W-1:0] data_out
);
    localparam bottom = 2**H-1;
    reg [W-1:0] stack_mem [0:2**H-1];
    reg [H-1:0] sp;  
    integer i;
    always @(sp) begin
        if (sp == bottom) begin 
            empty = 1'b1;
            full = 1'b0; 
        end
        else if (!sp) begin  
            empty = 1'b0;
            full = 1'b1;
        end 
        else begin  
            empty = 1'b0;
            full = 1'b0;
        end
    end
    always @(posedge clk) begin
        if(!en);
        else begin
            if(clear)begin  
                sp = bottom;
                for (i=0 ; i<2**H; i=i+1) begin
                    stack_mem[i] = 0;
                end
            end
            else begin
               if (full == 1'b0 && rw ==1'b1) begin  
                    stack_mem[sp] = data_in;
                    sp = sp - 1'b1;  
               end 
               else if (empty == 1'b0 && rw == 1'b0) begin  
                    data_out = stack_mem[sp];
                    stack_mem[sp] = 0;
                    sp = sp + 1'b1;  
               end
               else;
            end
        end
    end
endmodule
--- /design/flow/run.sh ---
#!/bin/bash
# OpenROAD 26Q1-2900-gdf79404cd8, Yosys 0.63+post, stock flow scripts
make -C /OpenROAD-flow-scripts/flow DESIGN_CONFIG=/design/flow/config.mk WORK_HOME=/design/flow/orfs finish
==> notes.md <==
impl run done, here's what came out: outcome=finished, final reports clean, post-route setup TNS=0 ns, FF-to-FF End=stack_mem[6][3], combinational power share=10.0%, # hold bufs at CTS=0, and+or+nand+nor area frac=8.15%, DRC viols=0, clock skew=0.00910 ns, hpwl dp=4.21 mm, CP Capture Type=output pin, critical path depth=5, type of the worst setup path=reg2out, post-layout instance count excluding filler cells=315, gpl congestion=0.915, synthesis area per yosys=3160 um^2, max_slew headroom=44.6%, post-CTS sizing=0, total power=0.570 mW, Iteration-0 DRC Markers=107, WL final=6.23 mm, worst-case clock buffer depth=2, port bufs=21, buffers and inverters on the worst path=2, post-DR vias/cell=6.13, CTS Buf Count=9, drt first pass iters=4, Seq share, synth=71.2%, Routed WL per cell=19.8 um, Fmax achieved=0.199 GHz, Leak Pwr=1.30 nW, die area=6650 um^2, worst vdd ir=0.0000898 V, CTS tree=built, Ys Warns=2, Seq pwr share=54.7%, ys cells=208, hold wc startpoint=stack_mem[0][1], Reg2Reg Setup Slack=8.95 ns, filler cell count=467, antenna-violating nets left=0, max-slew violation count=0, main logic family after synthesis=AND-OR/OR-AND gates, Synth Instances=208, Clock transition at path regs=0.08 ns, crit-path most repeated cell=ha_1, largest net degree at the start of global routing=31, delay of the slowest cell on the worst path=0.54 ns, Hold Path Class=reg2reg, async set-reset flop share out of synthesis=0%, final hold violation count=0, Setup-failing EPs final=0, Core Util at FP=52.5%, n_diodes=0, grt ovf=0, crit path from=sp[0], WHS Path Cells=2, critical path, cell by cell=ha_1, ha_1, or3b_1, inv_2, clkdlybuf4s50_1, die height=81.5 um, Yosys cell types=35, share of layout cells above drive strength 1=13.3%, MUX share of area=2.49%, Core Area=6030 um^2, OpenROAD warning count=30, top_reg_cell synth=edfxtp_1, xor/xnor share=0.277%, Net Sw Frac=21.8%, Least-Margin Pin Slew=0.831 ns, RSZ-0062 raised after global routing=false, Critical Path AT=2.62 ns, ys flops=75, Adders+Majority by Area=2.77%, H-tree Lvls=3, post-synthesis compound-gate area fraction=12.5%, # placed instances=299, max-cap violation count=0, critical path's slowest cell=or3b_1, Clk Latency, worst-skew pair=0.34 ns, Post CTS Setup Buffer Count=0, std cell rows=28, vias after detailed routing=1931, CP max FO=13, min Tclk post-route=5.04 ns, Final Cycle Share=41.6%, Die Width=81.5 um, first-pass GRT wire length=9.80 mm, antenna violations before repair=0, synthesized cell area=3160 um^2, Area Overhead vs Synth=16.5%, CP top delay family=adder cells, number of enable flip-flop cells=75, sw power=0.124 mW, Num Clock Sinks=75, Pwr Density=155 nW/um^2, crit path to=full, Avg Inst Size Synth=15.2 um^2, clock power share=35.3%, startpoint types=flip-flop, Pint=0.446 mW, R2R Path Start=sp[0], Reg2Reg Depth=6, vias in the first global route=1884, Worst EP required=9.68 ns, All-Layer GR Usage=22.7%, Ports=22, Root Driver=clkbuf_8
[stage by stage]
stage	instance area [um^2]	utilization [%]	setup WS [ns]	hold WS, ns
final	3680	61.1	7.06	0.607
after global routing	3680	61.1	6.93	0.646
after CTS	3680	61.1	7.05	0.611
after detailed placement	3470	57.7	7.44	0.595
after global placement	3470	57.7	7.50	0.601
after floorplan	3160	-	8.18	0.574
[logic make-up (layout without fill, tap and decap cells)]
| family | Yosys count | after routing |
|---|---|---|
| AOI/OAI and AO/OA | 52 | 52 |
| xor gates and xnor gates | 1 | 1 |
| adders and majority gates | 7 | 7 |
| buffers and inverters | 20 | 52 |
| DFF | 75 | 75 |
| muxes | 7 | 7 |
| and+or+nand+nor | 46 | 46 |
[flip-flops by register name, summed over array words and instances (netlist names)]
name and cells:
data_out 8, sp 3, stack_mem 64
[worst min-delay path, cell delays in order (launching register included)]
cell and delay [ns]:
edfxtp_1 0.32, nor3_1 0.05, a31oi_1 0.12
[Yosys cell counts (2+ instances only)]
master,instances,area (um^2)
a32oi_1,2,17.5
a2111oi_0,2,17.5
a21oi_1,9,45.0
a22o_1,13,114
ha_1,7,87.6
and2_1,9,56.3
o21ai_0,3,15.0
a2111o_1,2,22.5
and3_1,5,31.3
nor3_1,10,50.1
nor4b_1,2,17.5
o21ai_1,2,10.0
a221oi_1,6,52.6
a31oi_1,8,50.1
clkbuf_1,7,26.3
or4_1,2,15.0
edfxtp_1,75,2250
mux2_2,7,78.8
inv_2,2,7.51
nor2_1,3,11.3
nand3_1,2,10.0
nand2_1,7,26.3
nand2b_1,2,12.5
buf_2,4,20.0
inv_1,6,22.5
nor2b_1,2,12.5
[area by class of cell]
class,count,area (um^2),area share (%)
Clock buffer,11,131,3.57
Clock inverter,5,76.3,2.07
Inverter,8,30.0,0.815
Multi-Input combinational cell,113,836,22.7
Sequential cell,75,2250,61.2
Tap cell,75,93.8,2.55
Timing Repair Buffer,28,263,7.14
[worst min-delay path by stage]
stage                  to  slack, ns
CTS           data_out[1]       0.61
global route  data_out[3]       0.65
finish        data_out[1]       0.61
[power by group through the flow]
stage / Clock, mW / Sequential, mW / Combinational [mW]
4_1_cts: 0.204 / 0.312 / 0.0572
5_1_grt: 0.216 / 0.313 / 0.0623
6_report: 0.201 / 0.312 / 0.0568
[cells in the final DEF, fill, tap and decap left out, types with 3 or more instances in the layout]
cell and count:
a221oi_1 6, a21oi_1 9, inv_1 6, and2_1 9, buf_4 7, nor3_1 10, nand2_1 7, a31oi_1 8
clkdlybuf4s50_1 21, and3_1 5, edfxtp_1 75, mux2_2 7, ha_1 7, nor2_1 3, a22o_1 13, clkbuf_8 9
o21ai_0 3
[routing by layer]
metal / part of all wire (%) / up-vias / wire (um) / GRT usage (%)
li1: - / 883 / - / -
met5: 0 / - / 0 / 0
met3: 5.5 / 13 / 343 / 6.09
met2: 50 / 79 / 3110 / 34.9
met4: 2.2 / 0 / 138 / 4.29
met1: 42 / 956 / 2640 / 36.8
Power and IR drop assume default switching activity.
